## flow/config.mk

```make
export PLATFORM = sky130hd
export DESIGN_NAME = lab8q3
export DESIGN_NICKNAME = lab8q3
export VERILOG_FILES = /design/flow/design.v
export SDC_FILE = /design/flow/constraint.sdc
export NUM_CORES = 4
export LEC_CHECK = 1
export CORE_AREA = 10 10 70 70
export DIE_AREA = 0 0 80 80
```

## flow/constraint.sdc

```tcl
current_design lab8q3

set clk_period 1.1
set clk_io_pct 0.2

create_clock -name clk0 -period $clk_period

set non_clock_inputs [all_inputs -no_clocks]
set_input_delay [expr $clk_period * $clk_io_pct] -clock clk0 $non_clock_inputs
set_output_delay [expr $clk_period * $clk_io_pct] -clock clk0 [all_outputs]
```

## flow/design.v

```verilog
module declo24(w,y,en);
input [1:0] w;
input en;
output [3:0]y;
reg [3:0]y;
always @ (w or en)
begin
	if(en==0)
	y=15;
	else
	begin
		case(w)
		0:y=14;
		1:y=13;
		2:y=11;
		3:y=7;
		endcase
	end
end
endmodule
module lab8q3(w,y,en);
input [3:0]w;
input en;
output [15:0]y;
wire [3:0]i;
declo24 stageSelect(w[3:2],i,en);
declo24 stage0(w[1:0],y[3:0],  ~i[0]);
declo24 stage1(w[1:0],y[7:4],  ~i[1]);
declo24 stage2(w[1:0],y[11:8], ~i[2]);
declo24 stage3(w[1:0],y[15:12],~i[3]);	
endmodule
```

## flow/run.sh

```bash
#!/bin/bash
# OpenROAD 26Q1-2900-gdf79404cd8, Yosys 0.63+post, stock flow scripts
make -C /OpenROAD-flow-scripts/flow DESIGN_CONFIG=/design/flow/config.mk WORK_HOME=/design/flow/orfs finish
```

==> results.cfg <==
; implementation run metrics
[outcome]
status = finished, violations left
violations = negative setup slack

[placement]
placedCellCount = 91
port_buffers = 21
hpwl_um = 769
place.gp.congestion = 0.707

[floorplan]
die.size.x_um = 80
fp_util_pct = 3.63
dieArea_um2 = 6400
die_h_um = 80
coreArea_um2 = 3420
rows = 21
ios = 21

[final_timing]
post-route-period-util_pct = 100
finalSetupViolations = 1
rsz0062_at_grt = true
max_clock_freq_mhz = 909
setup_slack_ns = -0.000352
slew_viol_final = 0
tightest_slew_ns = 0.223
min_period_ns = 1.10
finalHoldViolCount = 0
slew_headroom_pct = 85.1
tns_ns = -0.000352

[synthesis]
synthTopCellsByArea = nand2_1 36%, nand3_1 16%, and3b_1 14%
yosysMostFrequentCell = nand2_1
avgSynthCellArea_um2 = 5.39
yosysTopAreaCellShare_pct = 36.4
ys_cells = 23
synth_area_leader_cell = nand2_1
syn_area_um2 = 124
ys_warn_count = 1
synth_cell_types = 8
synth_seq_share_pct = 0
ys_area_um2 = 124
common_cells = 12 x nand2_1, 4 x nand3_1, 2 x and3b_1
syn_inst = 23

[hold_path]
min_from = w[0]
hp-class = input port to primary output

[global_routing]
grt.overflow.total = 0
antenna_found_initial = 0
grt_util_met1_pct = 3.43
grt_pass1_vias = 316
use_met3_pct = 0.795
grt_max_degree = 7
track_usage_pct = 3.16
grt_pass1_wl_um = 1660
top_usage_layer = met2
grtUsageMet2_pct = 6.26

[pwr]
p_leak_nw = 0.210
powerDensity_nw_per_um2 = 233
max-vdd-ir-drop_uv = 31.5

[critical_path]
cp_cell_sequence = buf_8 > nor3b_4 > buf_4 > nand3_2 > buf_2
path_class = input port to primary output
cp_top_family = buffers and inverters
start_kind = input port
cp-startpoint = w[3]
crit_arrival_ns = 0.88
timing.critical_path.buf_inv = 3
cp.required_ns = 0.88
slowest_delay_ns = 0.25
endpoint_kind = primary output
slowest_stage = nor3b_4
worst-path-max-fanout = 4

[flow_run]
drv_cap = 0
warnings = 34

[drt]
vias = 294
avgRoutedWirePerCell_um = 10.1
ant_nets = 0
viasPerCell = 2.83
antenna-diode-count = 0
drtIter0Drc = 1
drc_errors = 0
firstDrtPassIters = 4
drt-total-wl_um = 1050

[final_layout]
postLayoutCoreUtil_pct = 15.8
flops = 0
stdcell_count = 104
final_layout_size_suffix_gt1_share_pct = 75.9
regArea_um2 = 0
nClkBuffers = 0
area_growth_pct = 336
fill_cells = 384
-- path summary, 6_finish.rpt --
path / endpoint / slack [ns] / depth (start not counted)
max: y[3] / -0.0004 / 5
min: y[11] / 0.69 / 3
-- area by class of cell --
| cell class | instances | area [µm²] | area share [%] |
|---|---|---|---|
| Timing Repair Buffer | 35 | 308 | 56.9 |
| Tap cell | 46 | 57.6 | 10.6 |
| Multi-Input combinational cell | 23 | 175 | 32.4 |
-- power by group --
part | internal [W] | switching (W)
combinational | 0.0000796 | 0.0000462
clock | 0 | 0
sequential | 0 | 0
total | 0.0000796 | 0.0000462
-- worst min-delay path, delay by kind of cell --
kind          cells  cell delay, ns
simple gates      1            0.06
buf+inv           2            0.19
-- what timing repair did --
action / 4_1_cts / 5_1_grt
pin swaps: 14 / 4
cloned: 0 / 0
setup endpoints to repair: 16 / 9
resized: 95 / 5
hold endpoints to repair: 0 / 0
hold buffers: 0 / 0
buffers inserted: 13 / 1
-- metrics by stage --
stage	cell area (µm²)	hold slack, ns	total power, W	setup WS [ns]
after floorplan	124	0.464	0.0000210	0.359
after global placement	399	1.50	0.0000738	-0.710
after detailed placement	399	1.51	0.0000752	-0.722
after CTS	546	0.687	0.000126	-0.0309
after global routing	541	0.698	0.000137	-0.0408
final	541	0.687	0.000126	-0.000352
-- cells by family after synthesis --
logic type,count (synthesis),share of synthesized area (%)
and+or+nand+nor,23,100
-- layout by cell type (no fill, tap or decap) --
cell type,n
clkbuf_2,2
buf_6,9
nor3b_4,1
nand2_2,4
and2b_2,1
clkdlybuf4s15_1,5
nand2_1,8
buf_4,7
and3b_2,2
nand3_2,4
buf_2,8
and3_4,1
buf_8,3
and2b_4,1
nor2_4,1
dlygate4sd2_1,1
-- layer usage --
layer,vias up,wire length [µm]
met1,136,383
met3,0,104
met4,0,0
li1,147,-
met2,11,560
met5,-,0
No activity file was given, so power comes from the tool's default toggle rates.
