[/design/flow/design.v]
module bcdadder(x,y,cin,s,cout);
input [3:0] x,y;
input cin;
output cout;
output [3:0] s;
wire k,p;
wire [3:0] z,cor;
lab4q2 interstage(cin,x,y,z,cout);
assign k = cout | (z[3]&z[2]) | (z[3]&z[1]);
assign cor[0]=0;
assign cor[1]=k;
assign cor[2]=k;
assign cor[3]=0;
lab4q2 result(cin,z,cor,s,p);
endmodule
module lab4full(x,y,cin,s,cout);
input x,y,cin;
output s,cout;
assign s = cin^x^y;
assign cout=cin&x | cin&y | x&y;
endmodule
module lab4q2(cin,x,y,s,cout);
input cin;
input [3:0] x,y;
output [3:0] s;
output cout;
wire [3:1]c;
lab4full stage0(cin,x[0],y[0],s[0],c[1]);
lab4full stage1(c[1],x[1],y[1],s[1],c[2]);
lab4full stage2(c[2],x[2],y[2],s[2],c[3]);
lab4full stage3(c[3],x[3],y[3],s[3],cout);
endmodule
[/design/flow/run.sh]
#!/bin/bash
# OpenROAD 26Q1-2900-gdf79404cd8, Yosys 0.63+post, stock flow scripts
make -C /OpenROAD-flow-scripts/flow DESIGN_CONFIG=/design/flow/config.mk WORK_HOME=/design/flow/orfs finish
[/design/flow/config.mk]
export PLATFORM = sky130hd
export DESIGN_NAME = bcdadder
export DESIGN_NICKNAME = bcdadder
export VERILOG_FILES = /design/flow/design.v
export SDC_FILE = /design/flow/constraint.sdc
export NUM_CORES = 4
export LEC_CHECK = 1
export CORE_AREA = 10 10 70 70
export DIE_AREA = 0 0 80 80
[/design/flow/constraint.sdc]
current_design bcdadder

set clk_period 5.5
set clk_io_pct 0.2

create_clock -name clk0 -period $clk_period

set non_clock_inputs [all_inputs -no_clocks]
set_input_delay [expr $clk_period * $clk_io_pct] -clock clk0 $non_clock_inputs
set_output_delay [expr $clk_period * $clk_io_pct] -clock clk0 [all_outputs]
==> run_results.csv <==
group,metric,value,unit
synth,postSynthCellCount,22,
pwr,share_seq_of_total_power,0,
final_timing,hold_violations,0,
global_routing,grt_use_met2,0.0273,
clocking,hold_buffers,0,
drt,diodes,0,
final_timing,slew_violations,0,
place,routabilityCongestion,0.745,
synth,synth_top_area_share,0.565,
drt,route.antenna.remaining_nets,0,
cells_and_area,fin_area,427,um2
global_routing,grtUsageMet3,0.0205,
place,place_hpwl,582,um
synth,ys_types,7,
hold_path,whs_endpoint,"s[0]",
global_routing,grt_use_total,0.0209,
pwr,power-per-cell-area,154,mW/mm2
final_timing,rsz0062_at_grt,"false",
floorplanning,initCoreUtil,0.0623,
final_timing,timing.final.ws_setup,0.349,ns
final_timing,fmax,0.194,GHz
floorplanning,die_x,80,um
floorplanning,core-area,0.00342,mm2
drt,drt_wl_total,627,um
drt,dr_total_vias,177,
pwr,clockPowerShare,0,
job,tool_warnings,32,
synth,syn_area_per_cell,9.67,um2
pwr,vdd_drop_max,0.0385,mV
floorplanning,die_h,80,um
final_timing,timing.hold.ws,3.01,ns
synth,top_cells_by_area,"fa_1, buf_4, inv_1",
job,drv_cap,0,
synth,ys_seq_share,0,
pwr,internal-power,44.2,uW
status,status,"finished clean",
synth,syn-cell-area,213,um2
drt,wl_per_cell,7.65,um
final_timing,tightestPinTransition,0.124,ns
floorplanning,die_area,0.00640,mm2
drt,avgViaCountPerCell,2.16,
hold_path,hp-start,"cin",
final_timing,relSlewSlack,0.917,
hold_path,whs_path_depth,3,
critical_path,cp.arrival,4.05,ns
pwr,p_leak,0.000195,uW
critical_path,critPathLaunch,"x[1]",
critical_path,path_max_fanout,2,
place,placed_cell_area,395,um2
place,pre_cts_ws,-0.305,ns
global_routing,grt_max_degree,3,
pwr,totalPowerFinal,65.9,uW
drt,drc,0,
cells_and_area,regArea,0,um2
final_timing,period_minus_slack,5.15,ns
global_routing,grtUsageMet1,0.0255,
global_routing,grt_pass1_vias,204,
synth,synth_top_cell_by_area,"fa_1",
drt,drt_first_pass_iters,3,
hold_path,hp-class,"in -> out",
critical_path,criticalPathCategory,"in -> out",
pwr,power.net_switching,21.7,uW
cells_and_area,clkbuf_count,0,
floorplanning,row_count,21,
critical_path,cp-end-kind,"output port",
floorplanning,io_pins,14,
critical_path,cp_data_required_time,4.40,ns
pwr,p_sw_frac,0.330,
global_routing,top_usage_layer,"met2",
final_timing,fin_crit_sh,0.937,
pwr,power_frac_comb,1.000,
synth,ys_cells,22,
final_timing,fin_tns_setup,0,ns
place,port-buffer-count,14,
global_routing,grt-ovfl-total,0,
cells_and_area,final_layout_size_suffix_gt1_frac,0.278,
global_routing,grt_pass1_wl,1080,um
synth,yosysWarningCount,0,
cells_and_area,areaGrowthSynthToFinish,101,%
synth,ys_area,213,um2
cells_and_area,design.seq.count,0,
drt,drtIter0Drc,2,
critical_path,cp-start-kind,"primary input",
final_timing,finalSetupViolations,0,
global_routing,antenna_found_initial,0,
==> repair_timing <==
item | 4_1_cts | 5_1_grt
gates resized | 8 | 5
setup buffers | 1 | 1
pin swaps | 3 | 5
endpoints found under the setup margin | 2 | 2
==> placed cells by master, fill, tap and decap left out <==
cell             Yosys  routed
inv_2                0       1
a21o_1               1       1
ha_1                 1       1
fa_1                 6       1
fa_2                 0       5
buf_4                4       4
dlygate4sd2_1        0       1
xor2_1               1       1
inv_1                8       7
dlymetal6s2s_1       0       2
clkdlybuf4s50_1      0       9
nand2_1              1       1
clkdlybuf4s15_1      0       2
==> critical path: stages <==
cell and delay, ns:
clkdlybuf4s50_1 0.45, inv_1 0.05, fa_2 0.36, fa_2 0.36
inv_2 0.06, fa_1 0.42, a21o_1 0.21, fa_2 0.56
clkdlybuf4s50_1 0.48
==> logic make-up (layout without fill, tap and decap cells) <==
kind of cell	Yosys count	after routing	share of synthesized area
AOI/OAI and AO/OA	1	1	0.0353
xor gates and xnor gates	1	1	0.0412
adders and majority gates	7	7	0.624
buffers and inverters	12	26	0.282
and+or+nand+nor	1	1	0.0176
==> how the worst max path moves through the flow <==
stage       to  slack (ns)  depth (start not counted)
4_1_cts   s[2]       0.007                         10
5_1_grt   s[1]        0.23                          9
6_report  s[1]        0.35                          9
==> Yosys cell counts <==
cell     number
nand2_1       1
a21o_1        1
buf_4         4
xor2_1        1
inv_1         8
fa_1          6
ha_1          1
==> per-layer routing <==
layer  share of wire  vias to the layer above
met5               0                        -
li1                -                       84
met4               0                        0
met1            0.46                       80
met3            0.26                        0
met2            0.28                       13
==> power by group through the flow <==
stage         Clock, uW  Combinational, uW  Sequential (uW)
CTS                   0               67.6                0
finish                0               65.9                0
global route          0               78.0                0
==> final cells by class <==
| class | count | area [um2] |
|---|---|---|
| inverter | 8 | 30.0 |
| timing repair buffer | 18 | 174 |
| multi-input combinational | 10 | 165 |
| fill | 398 | 2990 |
| tap | 46 | 57.6 |
==> metrics by stage <==
step | instances | utilization
6_report | 82 | 0.125
5_1_grt | 82 | 0.125
4_1_cts | 81 | 0.121
3_5_place_dp | 80 | 0.116
3_3_place_gp | 80 | 0.116
2_1_floorplan | 22 | -
Power is estimated from default activity; no workload was simulated.
